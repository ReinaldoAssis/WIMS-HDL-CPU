--- design/flow/design.v ---
module RS801 (
    input [7:0] a,
    input [7:0] b,
    input cin,
    output [7:0] sum,
    output cout
);
    wire middle_carry;
    ls74283 lower_adder (
        .a(a[3:0]),
        .b(b[3:0]),
        .cin(cin),
        .sum(sum[3:0]),
        .cout(middle_carry)
    );
    ls74283 upper_adder (
        .a(a[7:4]),
        .b(b[7:4]),
        .cin(middle_carry),
        .sum(sum[7:4]),
        .cout(cout)
    );
endmodule
module ls74283 (
    input [3:0] a,
    input [3:0] b,
    input cin,
    output [3:0] sum,
    output cout
);
    assign {cout, sum} = a + b + cin;
endmodule
--- design/flow/run.sh ---
#!/bin/bash
# OpenROAD 26Q1-2900-gdf79404cd8, Yosys 0.63+post, stock flow scripts
make -C /OpenROAD-flow-scripts/flow DESIGN_CONFIG=/design/flow/config.mk WORK_HOME=/design/flow/orfs finish
--- design/flow/config.mk ---
export PLATFORM = sky130hd
export DESIGN_NAME = RS801
export DESIGN_NICKNAME = RS801
export VERILOG_FILES = /design/flow/design.v
export SDC_FILE = /design/flow/constraint.sdc
export NUM_CORES = 4
export LEC_CHECK = 1
export CORE_AREA = 10 10 70 70
export DIE_AREA = 0 0 80 80
--- design/flow/constraint.sdc ---
current_design RS801

set clk_period 7.7
set clk_io_pct 0.2

create_clock -name clk0 -period $clk_period

set non_clock_inputs [all_inputs -no_clocks]
set_input_delay [expr $clk_period * $clk_io_pct] -clock clk0 $non_clock_inputs
set_output_delay [expr $clk_period * $clk_io_pct] -clock clk0 [all_outputs]
==> deck_impl_summary.md <==
Physical Implementation Snapshot

Status
  • Status: completed

CTS
  • Post_cts resized: 0
  • Hold_buf cts: 0
  • # Post-CTS Setup Buffers: 0

Layout
  • Comb area: around 250 um^2
  • CLK BUF: 0
  • Seq_cells: 0
  • Register area: 0 um^2
  • Area growth, synth to finish: 112%
  • Fillers: a little under 400
  • Ratio of cells with drive above 1 in the final layout: 0.0172
  • Final Core Density: 0.176

Place
  • Port bufs: 26
  • Post-detail-place hpwl: about 860 um
  • Routability cong.: 0.734
  • Pre-CTS WS: between 1.5 and 2 ns

Detailed routing
  • Vias per cell: about 2.8
  • Routed Antenna Nets: 0
  • Remaining DRCs: 0
  • Vias after detailed routing: 293
  • WL/cell: slightly below 9 um
  • Drt pass-1 iters: 2
  • 1st-iter DRT viols: 1
  • WL final: 906 um
  • ANT cells: 0

Synthesis
  • Synthesized instance count: 32
  • Yosys warning total: 0
  • Yosys stat area: roughly 280 um^2
  • Post-synth top area cell: fa_1
  • Synthesized area: 284 um^2
  • Top cells, area: fa_1, ha_1, inv_1
  • Syn_area_per_cell: 8.88 um^2
  • Yosys stat cell total: 32
  • Register share after synthesis: 0
  • Area share, top type: 0.282
  • Netlist cell types: 12

GRT
  • Vias in the first global route: 333
  • Largest net degree at the start of global routing: 5
  • First-pass GRT wire length: 1390 um
  • Grt ovf: 0
  • Total track usage: 0.0257
  • Initial antenna violation count: 0

STA
  • Slew Limit Fails: 0
  • Hold Vio Cnt, Final: 0
  • RSZ-0062 raised after global routing: no
  • Final Cycle Share: 0.776
  • Tmin final: roughly 6.0 ns
  • Slew headroom: 0.879
  • Endpoints failing setup: 0
  • Fmax: around 170 MHz
  • Worst-margin pin slew: about 0.18 ns
  • Final worst slack: between 1.5 and 2 ns
  • Post-route setup TNS: 0 ns

Job
  • Maxcap violations: 0
  • Tool warnings: 32

Floorplanning
  • Io pins: 26
  • Die Ht: about 80 um
  • Core area: 3420 um^2
  • Chip width: 80 um
  • Die ar.: between 6000 and 7000 um^2
  • Core Density at Floorplan: 0.0832
  • FP Rows: 21

Setup path
  • Worst path slowest cell: clkdlybuf4s50_1
  • CP startpoint: a[0]
  • Crit start category: primary input
  • CP Cell Sequence: clkdlybuf4s50_1 -> inv_1 -> fa_1 -> inv_1 -> fa_1 -> a21o_2 -> a21o_1 -> fa_1 -> inv_1 -> fa_1 -> inv_1 -> clkdlybuf4s50_1
  • Delay of the slowest critical-path stage: 0.46 ns
  • Crit path required time: between 6 and 7 ns
  • Crit Path Category: primary input to output port
  • Worst-path maximum fanout: 2
  • CP endpoint: sum[5]
  • Arrival @ worst endpoint: between 4 and 5 ns
  • Critical path capture point type: output port

Min path
  • Hold depth: 5
  • Hold Startpoint: cin
  • Hold Path Class: primary input to output port

Power
  • Leakage: roughly 0.28 nW
  • Worst vdd ir: ~28 uV
  • Pwr per Cell Area: 74.3 nW/um^2
  • Overall power: 44.7 uW
-- Yosys cell counts, drive strengths merged --
library cell / instances
inv: 9
ha: 6
a21o: 4
fa: 4
xnor2: 3
a21oi: 1
a31oi: 1
nand2b: 1
nor2b: 1
o21ai: 1
xor2: 1
-- power by group --
part | leakage, nW | switching (mW) | internal [mW]
clock | 0 | 0 | 0
sequential | 0 | 0 | 0
combinational | 0.276 | 0.0132 | 0.0315
total | 0.276 | 0.0132 | 0.0315
-- per-layer routing --
layer / vias to the layer above / wire length, um / GRT usage
li1: 154 / - / -
met4: 0 / 0 / 0
met1: 115 / 431 / 0.0354
met5: - / 0 / 0
met3: 0 / 183 / 0.0159
met2: 24 / 291 / 0.0353
-- area by class of cell --
type                            instances  area share
Timing Repair Buffer                   26       0.432
Inverter                                9      0.0561
Multi-Input combinational cell         23       0.416
Tap cell                               46      0.0956
-- worst min path at each step --
stage,to,slack (ns)
final,sum[0],4.13
after CTS,sum[0],4.15
after global routing,sum[0],4.19
-- cells by family (layout without fill, tap and decap cells) --
| group | count (synthesis) | count (layout) | share of synthesized area |
|---|---|---|---|
| compound gates | 7 | 7 | 0.167 |
| fa+ha+maj | 10 | 10 | 0.546 |
| simple gates | 2 | 2 | 0.0441 |
| xor+xnor | 4 | 4 | 0.123 |
| buf+inv | 9 | 35 | 0.119 |
-- through the flow --
stage	hold WS [ns]	cell area, um^2	std cells
floorplan	3.19	284	32
global placement	4.13	602	104
detailed placement	4.15	602	104
CTS	4.15	602	104
global route	4.19	602	104
finish	4.13	602	104
-- layout by cell type, fill, tap and decap left out --
master / netlist / routed
a21o_2: 1 / 1
a21oi_1: 1 / 1
nand2b_1: 1 / 1
clkdlybuf4s50_1: 0 / 26
ha_1: 6 / 6
fa_1: 4 / 4
o21ai_0: 1 / 1
xnor2_1: 3 / 3
a31oi_1: 1 / 1
a21o_1: 3 / 3
inv_1: 9 / 9
nor2b_1: 1 / 1
xor2_1: 1 / 1
-- worst max-delay path, delay by kind of cell --
family	cells	cell delay, ns
AND-OR/OR-AND	2	0.40
adder cells (fa/ha/maj)	4	1.35
buffers and inverters	6	1.13
Power is estimated from default activity; no workload was simulated.
