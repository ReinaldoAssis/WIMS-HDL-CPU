`flow/config.mk`:
```
export PLATFORM = sky130hd
export DESIGN_NAME = RLS803
export DESIGN_NICKNAME = RLS803
export VERILOG_FILES = /design/flow/design.v
export SDC_FILE = /design/flow/constraint.sdc
export NUM_CORES = 4
export LEC_CHECK = 1
export CORE_AREA = 10 10 85 85
export DIE_AREA = 0 0 95 95
```
`flow/constraint.sdc`:
```
current_design RLS803

set clk_period 2.1
set clk_io_pct 0.2

create_clock -name clk0 -period $clk_period [get_ports {clk}]

set non_clock_inputs [all_inputs -no_clocks]
set_input_delay [expr $clk_period * $clk_io_pct] -clock clk0 $non_clock_inputs
set_output_delay [expr $clk_period * $clk_io_pct] -clock clk0 [all_outputs]
```
`flow/design.v`:
```
module RLS803 (
    input [7:0] data_in,
    input [2:0] shift_amount,
    input direction,   
    input clk,
    input clear_n,
    output [7:0] data_out
);
    wire [7:0] stage1, stage2, stage3;
    wire [1:0] s;
    wire sil, sir;
    assign s[1] = direction;
    assign s[0] = ~direction;
    assign sil = direction ? data_in[0] : 1'b0;
    assign sir = direction ? 1'b0 : data_in[7];
    ls74194 lower_shift (
        .clk(clk),
        .clear_n(clear_n),
        .s(s),
        .p(data_in[3:0]),
        .sil(sil),
        .sir(data_in[4]),
        .q(stage1[3:0])
    );
    ls74194 upper_shift (
        .clk(clk),
        .clear_n(clear_n),
        .s(s),
        .p(data_in[7:4]),
        .sil(data_in[3]),
        .sir(sir),
        .q(stage1[7:4])
    );
    RM802 mux_stage1 (
        .a(stage1),
        .b({stage1[0], stage1[7:1]}),
        .select(shift_amount[0]),
        .enable_n(1'b0),
        .y(stage2)
    );
    RM802 mux_stage2 (
        .a(stage2),
        .b({stage2[1:0], stage2[7:2]}),
        .select(shift_amount[1]),
        .enable_n(1'b0),
        .y(stage3)
    );
    RM802 mux_stage3 (
        .a(stage3),
        .b({stage3[3:0], stage3[7:4]}),
        .select(shift_amount[2]),
        .enable_n(1'b0),
        .y(data_out)
    );
endmodule
module RM802 (
    input [7:0] a,
    input [7:0] b,
    input select,
    input enable_n,
    output [7:0] y
);
    ls74157 lower_mux (
        .a(a[3:0]),
        .b(b[3:0]),
        .select(select),
        .enable_n(enable_n),
        .y(y[3:0])
    );
    ls74157 upper_mux (
        .a(a[7:4]),
        .b(b[7:4]),
        .select(select),
        .enable_n(enable_n),
        .y(y[7:4])
    );
endmodule
module ls74157 (
    input [3:0] a,
    input [3:0] b,
    input select,
    input enable_n,
    output [3:0] y
);
    assign y = enable_n ? 4'b0000 : (select ? b : a);
endmodule
module ls74194 (
    input clk,
    input clear_n,
    input [1:0] s,
    input [3:0] p,
    input sil,
    input sir,
    output reg [3:0] q
);
    always @(posedge clk or negedge clear_n) begin
        if (!clear_n)
            q <= 4'b0000;
        else
            case (s)
                2'b00: q <= q;   
                2'b01: q <= {sir, q[3:1]};   
                2'b10: q <= {q[2:0], sil};   
                2'b11: q <= p;   
            endcase
    end
endmodule
```
`flow/run.sh`:
```
#!/bin/bash
# OpenROAD 26Q1-2900-gdf79404cd8, Yosys 0.63+post, stock flow scripts
make -C /OpenROAD-flow-scripts/flow DESIGN_CONFIG=/design/flow/config.mk WORK_HOME=/design/flow/orfs finish
```
==> Table 3: Implementation characteristics <==
Characteristics after synthesis and place and route

Parameter                              Value

Setup path
  Path length in cells of the critical path .................. 4
  Top cell by count, worst path .................. sky130_fd_sc_hd__buf_6
  Buffer-and-inverter tally for the worst setup path .................. 2
  Top delay family on crit path .................. multiplexers
  Worst Setup SP .................. upper_shift.q[2]
  Register-to-Register Setup Slack .................. 940 ps
  CP Class .................. flop to primary output
  CP max FO .................. 3
  CP required .................. 1680 ps
  Cells on worst reg2reg path .................. 4
  Critical register-to-register path startpoint .................. lower_shift.q[2]
  Capture instance of the worst register-to-register path .................. lower_shift.q[1]
  Data arrival time of the critical path .................. 1670 ps
  Kind of start point of the critical path .................. flop
  Critical Path Max Stage Delay .................. 480 ps
  Ordered list of cells on the worst path .................. buf_6 -> mux4_2 -> mux2_4 -> buf_6
  Critical path capture point .................. data_out[4]
  Highest-delay cell along the critical path .................. sky130_fd_sc_hd__mux4_2
  Worst setup EP type .................. primary output

Synth
  Distinct lib cells used .................. 6
  Netlist Area Pre-Place .................. 621 um2
  Gate count after technology mapping .................. 36
  Post-synthesis sequential element count .................. 8
  Share of the synthesized area in the top cell type .................. 0.339
  Yosys synthesis warning count .................. 1
  Cell total in the yosys stat output .................. 36
  Largest cells by area after synthesis .................. sky130_fd_sc_hd__mux4_1 (34%), sky130_fd_sc_hd__dfrtp_1 (32%), sky130_fd_sc_hd__mux2_2 (29%), sky130_fd_sc_hd__buf_6 (3.6%), sky130_fd_sc_hd__buf_1 (0.60%)
  Summed standard-cell area reported by yosys .................. 621 um2
  Avg Synthesized Cell Area .................. 17.2 um2
  Post-synthesis sequential area ratio .................. 0.323
  Post-synth top area cell .................. sky130_fd_sc_hd__mux4_1

STA
  Final worst path period share .................. 0.993
  Number of max-slew violations in the final report .................. 0
  Unrepaired setup endpoints after global routing .................. true
  Worst hold margin .................. 473 ps
  Actual transition at the worst max-transition pin .................. 369 ps
  Min Clock Period, post-route .................. 2090 ps
  Maximum achievable frequency .................. 479 MHz
  Setup violations, final .................. 0
  Slew margin rel. .................. 0.753
  Post-Route Skew .................. 0.103 ps
  Sum Neg Setup Slack .................. 0 ps
  Final hold violation count .................. 0

Placement
  Instance count after placement with tap cells included .................. 125
  Placed standard-cell area .................. 881 um2
  Count of input and output buffers .................. 17
  Routability cong. .................. 0.702
  Half-perimeter wire length after placement .................. 1210 um

Routing
  Wire length per cell after detailed routing .................. 11.4 um
  Wire length after detailed routing .................. 1590 um
  Total via count after detailed routing .................. 463
  Detailed-router iteration count before antenna repair .................. 4
  Post-DRT Antenna Nets .................. 0
  Number of violations reported at the end of detailed-routing iteration 0 .................. 38
  Count of antenna diodes in the layout .................. 0
  Vias per cell .................. 3.33
  Post-route DRC .................. 0

Clock tree
  CTS buffer count .................. 3
  Clk Tree Root Cell .................. sky130_fd_sc_hd__clkbuf_8
  Total of hold buffers inserted after clock tree synthesis .................. 0
  CTS tree .................. built
  Buffer levels on the longest clock path .................. 2
  Count of clock tree sinks .................. 8
  Clock Latency Late Sink .................. 220 ps
  CTS HTree Levels .................. 1
  Register clock-pin slew on the reported worst setup and hold paths .................. 40 ps

Floorplan
  Io pins .................. 22
  Row count .................. 27
  Chip area .................. 9030 um2
  Core Footprint .................. 5470 um2
  Effective utilization at floorplan .................. 0.113
  Horizontal die size .................. 95 um
  Die extent in y .................. 95 um

Final layout
  Flip-flop and latch area .................. 201 um2
  Layout cell share with drive strength beyond 1 .................. 0.776
  Area growth from synthesis to layout .................. 60.5%
  Finished Layout Cells .................. 139
  Design Area, Final .................. 996 um2
  Combinational Area .................. 390 um2
  Filler cell count in the final layout .................. 600

Hold path
  Kind of path behind the tightest hold check .................. primary input to async pin

Global routing
  First-pass GRT wire length .................. 2560 um
  Number of global-route vias before repair .................. 472
  Global routing usage summed across all routing layers .................. 0.0361
  Number of antenna violations at the first check in global routing .................. 0
  Overflow left after global routing .................. 0
  Largest net degree at the start of global routing .................. 9

Pwr
  PD cells .................. 722 nW/um2
  Leakage power .................. 0.000415 uW
  Worst IR drop on VDD .................. 0.462 mV

Run
  Tally of OpenROAD warnings .................. 31
  Max-cap check violation count .................. 0

Status
  Run status .................. complete, no violations
[cell usage after synthesis]
master                     instances
sky130_fd_sc_hd__buf_6             2
sky130_fd_sc_hd__mux4_1            8
sky130_fd_sc_hd__buf_1             1
sky130_fd_sc_hd__dfrtp_1           8
sky130_fd_sc_hd__clkbuf_1          1
sky130_fd_sc_hd__mux2_2           16
[per-stage QoR]
stage,util,total power (uW),worst slack (ps)
5_1_grt,0.182,767,-32.2
3_5_place_dp,0.161,462,-704
6_report,0.182,719,14.2
4_1_cts,0.173,683,-121
3_3_place_gp,0.161,454,-679
2_1_floorplan,-,326,358
[worst min path at each step]
stage	startpoint	endpoint	cells past startpoint
5_1_grt	clear_n	upper_shift.q[3]	1
6_report	clear_n	upper_shift.q[3]	1
4_1_cts	clear_n	upper_shift.q[3]	1
[flip-flops by register name, summed over array words and instances, names as in the netlist]
name and cells:
upper_shift.q 4, lower_shift.q 4
[cell type report]
cell class	instances	area share
Sequential cell	8	0.202
Multi-Input combinational cell	24	0.392
Tap cell	72	0.0905
Timing Repair Buffer	32	0.274
Clock buffer	3	0.0415
[what timing repair did]
item | in CTS | in global routing
pin swaps | 0 | 0
buffers inserted | 8 | 4
resized | 47 | 9
gates cloned | 0 | 0
endpoints found under the hold margin | 0 | 0
setup endpoints to repair | 8 | 8
[power breakdown]
group          switching [uW]  total (uW)  internal [uW]  leakage [uW]
registers                34.5         217            182     0.0000928
logic                    87.4         326            239      0.000300
clock network            52.5         176            123     0.0000216
[worst reg2reg max path: stages, from the launching register on]
cell,delay (ps)
sky130_fd_sc_hd__dfrtp_1,400
sky130_fd_sc_hd__buf_4,150
sky130_fd_sc_hd__buf_4,120
sky130_fd_sc_hd__buf_4,120
sky130_fd_sc_hd__mux2_2,250
[metal layers]
metal  global-route usage  routed length [um]  share of wire
met4              0.00374                   6         0.0038
met2               0.0463                 605           0.38
met3               0.0240                 206           0.13
met1               0.0507                 769           0.48
met5                    0                   0              0
[cell families (layout without fill, tap and decap cells)]
group,Yosys count,count (layout),synth area share
DFF,8,8,0.323
buffers and inverters,4,35,0.0484
muxes,24,24,0.629
[layout by cell type, fill, tap and decap left out, drive strengths merged]
| cell | instances |
|---|---|
| buf | 23 |
| mux2 | 16 |
| mux4 | 8 |
| dfrtp | 8 |
| clkdlybuf4s50 | 7 |
| clkbuf | 4 |
| clkdlybuf4s15 | 1 |
Power figures rest on the tool's default switching activity, not on a simulated workload.
